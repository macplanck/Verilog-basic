File: run.sh
#!/bin/bash
# OpenROAD 26Q1-2900-gdf79404cd8, Yosys 0.63+post, stock flow scripts
make -C /OpenROAD-flow-scripts/flow DESIGN_CONFIG=/design/flow/config.mk WORK_HOME=/design/flow/orfs finish
File: config.mk
export PLATFORM = sky130hd
export DESIGN_NAME = top_module
export DESIGN_NICKNAME = top_module
export VERILOG_FILES = /design/flow/design.v
export SDC_FILE = /design/flow/constraint.sdc
export NUM_CORES = 4
export LEC_CHECK = 1
export CORE_AREA = 10 10 70 70
export DIE_AREA = 0 0 80 80
File: constraint.sdc
current_design top_module

set clk_period 1.0
set clk_io_pct 0.2

create_clock -name clk0 -period $clk_period [get_ports {clk}]

set non_clock_inputs [all_inputs -no_clocks]
set_input_delay [expr $clk_period * $clk_io_pct] -clock clk0 $non_clock_inputs
set_output_delay [expr $clk_period * $clk_io_pct] -clock clk0 [all_outputs]
File: design.v
module top_module(
    in_valid,  in_1,  in_2,  clk,  rst_n,     
    out_valid, out_1, out_2                   
);
input [3:0] in_1, in_2;
input in_valid, clk, rst_n;
output logic [4:0] out_1, out_2;
output logic out_valid;
logic [4:0] out_1_comb, out_2_comb;
always_comb begin
    out_1_comb = 0;     
    out_2_comb = 0;     
    if(in_valid) begin
        out_1_comb = in_1 + in_2;
        out_2_comb = in_1 - in_2;
    end
end
always_ff @(posedge clk, negedge rst_n) begin
    if(!rst_n) begin
        out_valid <= 0;
        out_1 <= 0;
        out_2 <= 0;
    end
    else begin
        out_valid <= in_valid;
        out_1 <= out_1_comb;
        out_2 <= out_2_comb;
    end
end
endmodule
==> qor.yml <==
finalWorstSetupSlack_ps: -33.0
globalRouteTotalUtil_pct: 3.66
power_switching_w: 0.000267
placement.io_buffers: 21
synthXorXnorAreaFrac_pct: 1.48
fp-row-count: 21
clock_sink_count: 10
postSynth.asyncResetShare_pct: 100
worstPathMaxFanout: 2
first_iter_violations: 24
clk_path_buf_depth: 2
yosys.area_share.adder_pct: 23.6
finished_core_util_pct: 29.8
worst_path_largest_cell_delay_ps: 370
cts_made_buffers: 3
vdd.ir_drop.worst_uv: 307
vias_per_cell: 3.46
post_route_cells_drive_above_1_share_pct: 60.0
power_leakage_nw: 0.470
clockRootBuffer: "sky130_fd_sc_hd__clkbuf_4"
cts_max_level: 1
drv.max_cap_violation_count: 0
finalSetupViolations: 3
post-route-min-period_ps: 1030
syn_to_final_growth_pct: 71.7
postRouteWirelength_um: 1290
grt_setup_unrepaired: "true"
grt_use_met1_pct: 4.47
endpoint_kind: "flop"
antenna_found_initial: 0
max_clock_freq_mhz: 968
critical_path.n_buffers_inverters: 2
postSynthCellCount: 51
final_antenna_net_count: 0
dp.cells: 121
synth-edff-count: 0
synth_seq_share_pct: 42.2
arrival_ps: 1230
global_route_met2_usage_pct: 5.78
die_height_um: 80
cp-start-kind: "input pin"
ys_seq_elements: 10
p_clk_share_pct: 30.1
final-max-slew-violation-count: 0
top_logic_kind: "adder cells"
worst-endpoint-required_ps: 1200
route.vias.total: 436
grt_pass1_vias: 470
netSwitchingFraction_pct: 23.7
netlist_area_um2: 593
fp.coreArea_um2: 3420
synth_compound_gate_area_share_pct: 5.49
floorplanUtilization_pct: 17.4
gp_routability_congestion: 0.776
global_route.peak_usage_layer: "met2"
yosys_most_used_dff: "sky130_fd_sc_hd__dfrtp_1"
setup.worst_path.class: "input pin to flop"
slew_headroom_pct: 73.4
yosys_warnings: 1
clkTransAtPathRegs_ps: 60
critPathTopFamily: "adder cells"
drc_errors: 0
wl_per_cell_um: 10.3
grt.met3_usage_pct: 1.36
warning_count: 32
share_seq_of_total_power_pct: 40.0
failing_checks: "negative setup slack"
setup_tns_ps: -59.4
floorplan.io_pins: 22
p_comb_share_pct: 29.9
dpl.hpwl_um: 1080
multiplexer_fraction_of_the_synthesized_cell_area_pct: 3.38
global_route_wire_length_before_repair_um: 1950
grt_start_max_net_pins: 11
yosys_cells: 51
critical_path.slowest_cell: "sky130_fd_sc_hd__fa_2"
cts_tree: "yes"
yosys-stat-area_um2: 593
drt_pre_antenna_iters: 4
die_width_um: 80
outcome: "complete, but fails checks"
netlist-cell-type-count: 22
hold_path_class: "input pin to flop"
final_instance_count_without_filler_cells: 126
detail_route.antenna_diodes: 0
finalHoldViolations: 0
cp_cell_sequence: "buf_12, ha_4, inv_2, fa_2, o21ba_4, nor2_2, o21a_1"
syn_area_per_cell_um2: 11.6
final_hold_slack_ps: 223
layout_worst_path_cycle_share_pct: 103
synth_simple_gate_area_share_pct: 16.9
cellPowerDensity_nw_per_um2: 1110
chip_area_um2: 6400
global_route.overflow_total: 0
worst_max_slew_pin_slew_ps: 398
design_internal_power_w: 0.000861
==> worst min-delay path, delay by kind of cell <==
family / cells / cell delay [ps]
adders and majority gates: 1 / 120
buffers and inverters: 1 / 90
and+or+nand+nor: 1 / 30
==> cell families (layout without fill, tap and decap cells) <==
kind of cell / Yosys count / count (layout)
adders and majority gates: 10 / 10
AOI/OAI and AO/OA: 5 / 5
xor gates and xnor gates: 1 / 1
and+or+nand+nor: 15 / 15
muxes: 2 / 2
buffers and inverters: 8 / 37
DFF: 10 / 10
==> routing by layer <==
| layer | vias to the layer above | share of wire (%) |
|---|---|---|
| met5 | - | 0 |
| met4 | 0 | 2.6 |
| met3 | 2 | 9.6 |
| met2 | 16 | 44 |
| met1 | 200 | 44 |
| li1 | 218 | - |
==> timing repair <==
item | in CTS | in global routing
setup endpoints to repair | 19 | 12
hold buffers | 0 | 0
buffers inserted | 0 | 2
resized | 68 | 18
pin swaps | 9 | 8
gates cloned | 0 | 0
==> placed cells by master (no fill, tap or decap), types with 3 or more instances in the layout <==
cell type / n
sky130_fd_sc_hd__dfrtp_1: 10
sky130_fd_sc_hd__ha_1: 3
sky130_fd_sc_hd__buf_2: 5
sky130_fd_sc_hd__clkbuf_4: 3
sky130_fd_sc_hd__buf_6: 5
sky130_fd_sc_hd__inv_2: 4
sky130_fd_sc_hd__buf_4: 5
sky130_fd_sc_hd__nor2b_1: 4
sky130_fd_sc_hd__clkbuf_2: 6
sky130_fd_sc_hd__ha_4: 5
==> final cells by class <==
class / count / area, um^2
Fill cell: 361 / 2400
Sequential cell: 10 / 250
Multi-Input combinational cell: 33 / 410
Inverter: 6 / 47.5
Clock buffer: 4 / 36.3
Timing Repair Buffer: 27 / 216
Tap cell: 46 / 57.6
==> registers in the layout, summed over array words and instances, names as in the netlist <==
register,cells
out_valid,1
out_1,4
out_2,5
==> cell usage after synthesis, types with 2 or more instances <==
library cell              number  area [um^2]
sky130_fd_sc_hd__nor2b_1       6         37.5
sky130_fd_sc_hd__dfrtp_1      10          250
sky130_fd_sc_hd__mux2i_1       2         20.0
sky130_fd_sc_hd__ha_1          8          100
sky130_fd_sc_hd__nand2_1       2         7.51
sky130_fd_sc_hd__inv_1         6         22.5
sky130_fd_sc_hd__fa_1          2         40.0
==> through the flow <==
step	cell area, um^2	power [W]	setup slack [ps]
finish	1020	0.00113	-33.0
CTS	1010	0.00112	-109
global placement	960	0.000776	-835
floorplan	661	0.000586	-143
global route	1020	0.00120	-53.1
detailed placement	960	0.000781	-851
==> final timing paths <==
path / from / endpoint / slack (ps) / cells past startpoint
hold / removal: in_2[0] / out_2[0] / 220 / 3
max in group asynchronous: rst_n / out_1[1] / 480 / 1
setup / recovery: in_1[0] / out_1[4] / -30 / 7
min in group asynchronous: rst_n / out_valid / 230 / 1
==> power groups by stage <==
stage,clock network (W),logic (W),registers (W)
after global routing,0.000366,0.000375,0.000456
after CTS,0.000352,0.000320,0.000452
final,0.000340,0.000337,0.000451
Power is estimated from default activity; no workload was simulated.
